`flow/run.sh`:
```
#!/bin/bash
# OpenROAD 26Q1-2900-gdf79404cd8, Yosys 0.63+post, stock flow scripts
make -C /OpenROAD-flow-scripts/flow DESIGN_CONFIG=/design/flow/config.mk WORK_HOME=/design/flow/orfs finish
```
`flow/config.mk`:
```
export PLATFORM = sky130hd
export DESIGN_NAME = DataMem
export DESIGN_NICKNAME = DataMem
export VERILOG_FILES = /design/flow/design.v
export SDC_FILE = /design/flow/constraint.sdc
export NUM_CORES = 4
export LEC_CHECK = 1
export CORE_UTILIZATION = 40
```
`flow/constraint.sdc`:
```
current_design DataMem

set clk_period 7.8
set clk_io_pct 0.2

create_clock -name clk0 -period $clk_period [get_ports {clk}]

set non_clock_inputs [all_inputs -no_clocks]
set_input_delay [expr $clk_period * $clk_io_pct] -clock clk0 $non_clock_inputs
set_output_delay [expr $clk_period * $clk_io_pct] -clock clk0 [all_outputs]
```
`flow/design.v`:
```
`timescale 1ns / 1ps
module DataMem(
    input clk, WriteEn, ReadEn,
    input [31:0] Addr, WriteData,
    output [31:0] ReadData
);
    reg [31:0] memory [2^30-1:0];
    always @ (posedge clk)
    begin
        if(WriteEn)
            memory[Addr] <= WriteData;
    end
    assign ReadData = (~ReadEn) ? 32'd0 : memory[Addr];
endmodule
```
==> GITHUB_STEP_SUMMARY <==
## PnR job results

| Metric | Value |
|---|---|
| Cell count after synthesis | roughly 2100 |
| Total power | ~11 mW |
| Chip area | 99200 um2 |
| Final Max Tran Viols | 0 |
| CP bufs+invs | 3 |
| RSZ-0062 raised after global routing | no |
| Inserted Clock Buffers | roughly 97 |
| Gpl congestion | between 0.8 and 0.9 |
| Clk buf depth | 3 |
| Yosys cell count | 2078 |
| Crit-path cells | clkdlybuf4s50_1 -> or4b_2 -> buf_4 -> o22ai_1 -> nor4_1 -> a21boi_1 -> clkdlybuf4s50_1 |
| Ys async rst share | 0% |
| # setup viols final | 0 |
| Clock-pin transition on the worst setup and hold timing paths | ~60 ps |
| PortBufs | about 71 |
| Die Ht | 315 um |
| LEAKAGE | 15.1 nW |
| CORE AREA | roughly 97000 um2 |
| Slowest stage delay, CP | approximately 950 ps |
| Global-route usage over all layers | between 20 and 25% |
| Root Buffer | clkbuf_16 |
| Clock sink count | between 1000 and 1500 |
| Distinct cells, synth | 22 |
| GR peak layer | met2 |
| Largest register by flop count | memory |
| Via count | slightly below 20000 |
| GRT met3 Usage | between 10% and 20% |
| Post-layout period usage | ~88% |
| Setup crit end kind | primary output |
| Area reported by Yosys stat | approximately 39000 um2 |
| Failing checks | design-rule violations |
| Pre-Place Util | between 40 and 50% |
| Wire length per cell | between 20 and 30 um |
| Slowest CP cell | clkdlybuf4s50_1 |
| DP Wirelength | around 51 mm |
| WP data arrival | 5290 ps |
| Outcome | finished, violations left |
| Place WS | 1040 ps |
| Final min period | roughly 6900 ps |
| GRT met1 Usage | between 20% and 30% |
| Drc violations | 8 |
| CP delay by family, top | buffers and inverters |
| Via density | about 5.6 |
| Final setup TNS | 0 ps |
| Max_slew headroom | between 30% and 40% |
| Die Width | roughly 310 um |
| Antenna violations before repair | 1 |
| CTS resizes | 0 |
| Hold path depth | 2 |
| Ports | around 100 |
| Setup CP Type | primary input to primary output |
| Layout cells sized above 1 | about an eighth |
| Post-Synthesis Cell Area | roughly 39000 um2 |
| Worst-margin pin slew | 963 ps |
| Tool Warnings | ~53 |
| Yosys Warn Count | 1 |
| Levels on crit path | 7 |
| Crit path capture | ReadData[14] |
| FF+latch count, synth | around 1000 |
| Post-CTS setup buffers | 0 |
| FMAX | ~150 MHz |
| CTS H-tree depth | 3 |
| Drt initial violations | around 1100 |
| Setup WS post-layout | roughly 950 ps |
| GR Overflow Total | 0 |
| Number of global-route vias before repair | between 20000 and 25000 |
| Largest net degree at the start of global routing | ~98 |
| Cts hold-fix bufs | 0 |
| Cells after DPL | roughly 3400 |
| Remaining antenna violation count | 0 |
| Non-Filler Instances | about 3600 |
| Layout Area Growth over Synthesis | 14.5% |
| Site Rows | between 100 and 150 |
| Worst path most repeated cell | clkdlybuf4s50_1 |
| Max-cap violation count | 0 |
| Commonest flop | edfxtp_1 |
| Worst Path Max Fanout | 24 |
| Power Density | around 240 nW/um2 |
| 1st-pass router iterations | between 40 and 50 |
| Final hold violation count | 0 |
| CTS tree | yes |
| First-pass GRT wire length | roughly 140 mm |
| GR Util met2 | between 30% and 40% |
| Crit path launch | Addr[3] |
| Aggregate routed wire length | ~94 mm |
| Startpoint types | primary input |
| Largest registers | memory: 1024 flops |
| Synthesized area per cell | about 19 um2 |
| Max FFs per register | 1024 |
| Worst hold path class | primary input to flop |
| Post-synth EDFFs | around 1000 |
| Sequential area share after synthesis | around four fifths |
| VDD IR-drop max | 0.000166 V |
| Req. time, crit path | 6240 ps |
==> final cells by class <==
cell class / instances / area [um2]
Fill cell: 7822 / 52000
Sequential cell: 1024 / 30700
Multi-Input combinational cell: 925 / 8010
Clock buffer: 122 / 2560
Timing Repair Buffer: 178 / 1600
Tap cell: 1276 / 1600
Clock inverter: 50 / 319
Antenna cell: 1 / 2.50
==> how the worst min path moves through the flow <==
stage	to	slack, ps	start
after global routing	memory[1][3]	1720	WriteData[3]
final	memory[8][3]	1720	WriteData[3]
after CTS	memory[2][3]	1680	WriteData[3]
==> Yosys cell counts (3+ instances only) <==
| master | count | share of area [%] |
|---|---|---|
| edfxtp_1 | 1024 | 78 |
| nor3_1 | 4 | 0.051 |
| nand3b_1 | 4 | 0.077 |
| mux2i_1 | 512 | 13 |
| nor4_1 | 64 | 1.0 |
| or4b_1 | 4 | 0.10 |
| buf_2 | 87 | 1.1 |
| or3b_2 | 3 | 0.067 |
| nor2_1 | 29 | 0.28 |
| o22ai_1 | 254 | 4.1 |
| clkbuf_1 | 29 | 0.28 |
| buf_6 | 11 | 0.32 |
| nand4bb_1 | 6 | 0.17 |
| nand4b_1 | 4 | 0.089 |
| a21boi_1 | 32 | 0.61 |
==> cells by family (layout without fill, tap and decap cells) <==
group / Yosys count / in the layout / share of synthesized area, %
other: 0 / 1 / 0
AND/OR/NAND/NOR: 125 / 125 / 1.95
buffers and inverters: 129 / 350 / 1.74
flip-flops: 1024 / 1024 / 78.5
multiplexers: 512 / 512 / 13.1
AND-OR/OR-AND: 288 / 288 / 4.73
==> routing by layer <==
| layer | vias to the layer above | share of wire, % |
|---|---|---|
| met3 | 144 | 16 |
| met1 | 9704 | 34 |
| met2 | 1180 | 47 |
| li1 | 8824 | - |
| met5 | - | 0.27 |
| met4 | 6 | 2.3 |
==> layout by cell type (no fill, tap or decap), drive strengths merged <==
master         count
edfxtp          1024
mux2i            512
o22ai            256
clkbuf           122
buf              109
clkdlybuf4s50     69
nor4              64
clkinv            41
a21boi            32
nor2              29
nand4bb            6
nand3b             4
nor3               4
nand4b             4
or4b               4
inv                4
or3b               3
bufinv             3
nand3              2
nand2              2
clkinvlp           2
diode              1
or3                1
or4                1
nand4              1
==> where the power goes <==
group	switching (mW)	internal [mW]
clock	1.91	2.41
sequential	0.0134	6.12
combinational	0.327	0.197
==> through the flow <==
stage	util [%]	instance area [um2]	hold slack (ps)
2_1_floorplan	-	39200	1660
5_1_grt	46.3	44800	1720
6_report	46.3	44800	1720
3_5_place_dp	43.3	42000	2380
3_3_place_gp	43.3	42000	2370
4_1_cts	46.3	44800	1680
No activity file was given, so power comes from the tool's default toggle rates.
