`config.mk`:
```
export PLATFORM = sky130hd
export DESIGN_NAME = RegisterFile
export DESIGN_NICKNAME = RegisterFile
export VERILOG_FILES = /design/flow/design.v
export SDC_FILE = /design/flow/constraint.sdc
export NUM_CORES = 4
export LEC_CHECK = 1
export CORE_UTILIZATION = 50
```
`constraint.sdc`:
```
current_design RegisterFile

set clk_period 6.5
set clk_io_pct 0.2

create_clock -name clk0 -period $clk_period [get_ports {clk}]

set non_clock_inputs [all_inputs -no_clocks]
set_input_delay [expr $clk_period * $clk_io_pct] -clock clk0 $non_clock_inputs
set_output_delay [expr $clk_period * $clk_io_pct] -clock clk0 [all_outputs]
```
`design.v`:
```
`timescale 1ns / 1ps
module RegisterFile(
    input clk, rst, WriteEn,
    input [4:0] ReadAddr1, ReadAddr2, WriteAddr,
    input [31:0] WriteData,
    output [31:0] ReadData1, ReadData2
    );
    reg [31:0] Register [31:0];
    always @ (posedge clk)
    begin
        if(WriteEn)
            Register[WriteAddr] <= WriteData;
    end
    assign ReadData1 = (~rst) ? 32'd0 : Register[ReadAddr1];
    assign ReadData2 = (~rst) ? 32'd0 : Register[ReadAddr2];
endmodule
```
`run.sh`:
```
#!/bin/bash
# OpenROAD 26Q1-2900-gdf79404cd8, Yosys 0.63+post, stock flow scripts
make -C /OpenROAD-flow-scripts/flow DESIGN_CONFIG=/design/flow/config.mk WORK_HOME=/design/flow/orfs finish
```
==> impl_metrics.csv <==
group,metric,value,unit
run_status,status,"complete, no violations",
hold_path,hold_class,"in -> reg",
setup_path,path_class,"in -> out",
grt,grt_pass1_vias,29900,
power_and_ir_drop,combPwrFrac,9.1,%
clock_tree,cts_resized,0,
grt,grt_max_degree,70,
drt,avgRoutedWirePerCell,37.7,µm
timing,post-route-period-util,84.6,%
clock_tree,cts.sinks,1024,
floorplanning,num_rows,112,
clock_tree,cts-root-buf,"clkbuf_16",
power_and_ir_drop,p_switching,0.00327,W
floorplanning,initCoreUtil,50.5,%
setup_path,worstPathMaxFanout,19,
timing,fmax,182,MHz
clock_tree,htree_levels,3,
timing,rsz0062_at_grt,"false",
place,place_area,0.0505,mm²
clock_tree,clockBufferDepth,3,
timing,tightest_slew,0.871,ns
timing,setup-violations-final,0,
grt,antenna_found_initial,4,
floorplanning,core_area,0.0935,mm²
logic_synthesis,synth_warnings,1,
logic_synthesis,synthArstFlopShare,0,%
logic_synthesis,ys_area,0.0472,mm²
timing,hold_viol,0,
layout,drive_gt1_share,36.2,%
power_and_ir_drop,power_density,269,mW/mm²
place,io_buffer_count,113,
clock_tree,post_cts_buffers,0,
power_and_ir_drop,p_leak,16.8,nW
drt,drc,0,
drt,wl,145,mm
drt,ant_nets,0,
flow_run,warnings,26,
place,hpwl,86.6,mm
logic_synthesis,syn_inst,2323,
setup_path,endpoint_kind,"output port",
layout,final_cell_mix,"edfxtp_1 (1024), mux4_2 (448), buf_4 (137)",
layout,regMostFlops,"Register",
logic_synthesis,area_leaders,"edfxtp_1 (65%), mux4_2 (21%), mux2_2 (3.1%)",
logic_synthesis,synth.avg_cell_area,20.3,µm²
grt,grt_pass1_wl,207,mm
floorplanning,die-height,309,µm
power_and_ir_drop,ir_drop,0.208,mV
logic_synthesis,ys_ff,1024,
clock_tree,cts_tree,"built",
setup_path,critPathRequiredTime,5.20,ns
drt,dr.pass1.iters,5,
layout,largest_reg_flops,1024,
layout,reg_top3,"Register: 1024 flops",
drt,viasPerCell,6.90,
power_and_ir_drop,pwr-share-seq,51.0,%
drt,vias,26400,
setup_path,worstSetupStartpointType,"primary input",
floorplanning,die_w,309,µm
logic_synthesis,top_area_cell,"edfxtp_1",
grt,grtUsageTotal,35.2,%
timing,fin_setup_tns,0,ns
logic_synthesis,yosys_most_used_dff,"edfxtp_1",
grt,grt_overflow,0,
logic_synthesis,ys_seq_share,65.1,%
timing,fin_crit,5.50,ns
place,routabilityCongestion,0.896,
floorplanning,ioPinCount,114,
setup_path,crit_arrival,4.20,ns
logic_synthesis,synth_cell_types,28,
logic_synthesis,syn_area,0.0472,mm²
power_and_ir_drop,power.internal,0.0112,W
timing,max_slew_margin,41.8,%
logic_synthesis,ys_cells,2323,
clock_tree,hold_buffers,0,
layout,syn_to_final_growth,13.9,%
clock_tree,cts_buffers,107,
timing,final_max_slew_viol_count,0,
flow_run,maxCapViolations,0,
layout,final_cell_count_no_fill,3831,
layout,final_cell_area,0.0538,mm²
logic_synthesis,synth-edff-count,1024,
logic_synthesis,synth_top_area_share,65.1,%
power_and_ir_drop,clkPwrFrac,39.9,%
power_and_ir_drop,swShare,22.6,%
drt,drt_iter0_drc,1569,
layout,mostFrequentLayoutCell,"edfxtp_1",
floorplanning,die_area,0.0957,mm²
place,post-place-cells,3642,
clock_tree,cts.clk_slew.worst_paths,0.06,ns
## worst paths after layout
path | from | endpoint | cells after the start
setup / recovery | ReadAddr2[3] | ReadData2[18] | 6
hold / removal | WriteData[29] | Register[29][29] | 1
## layout make-up
| type | instances | area [µm²] |
|---|---|---|
| Antenna cell | 1 | 2.50 |
| Clock buffer | 126 | 2790 |
| Clock inverter | 62 | 452 |
| Fill cell | 6711 | 39700 |
| Inverter | 2 | 11.3 |
| Multi-Input combinational cell | 1097 | 15800 |
| Sequential cell | 1024 | 30700 |
| Tap cell | 1254 | 1570 |
| Timing Repair Buffer | 265 | 2470 |
## per-layer routing
layer / wire [µm] / vias up / share of wire [%] / GRT usage (%)
met5: 512 / - / 0.35 / 4.04
met1: 43100 / 13300 / 30 / 43.9
li1: - / 10600 / - / -
met3: 29300 / 324 / 20 / 29.9
met2: 66700 / 2191 / 46 / 48.4
met4: 4970 / 22 / 3.4 / 8.91
## synthesized netlist by cell type (all sizes together) (3+ instances only)
cell,n
mux2,128
buf,98
o21ai,52
a31oi,64
edfxtp,1024
o221ai,64
mux4,448
nor2b,4
a22oi,64
nand2,25
nand3b,5
clkbuf,102
mux2i,128
nor2,39
a221oi,52
or3b,3
o2111ai,12
## cell families (layout without fill, tap and decap cells)
group                  count (synthesis)  after routing  share of synthesized area, %
flip-flops                          1024           1024                          65.1
multiplexers                         704            704                          27.1
AND-OR/OR-AND                        308            308                          4.79
buffers and inverters                202            455                          2.12
AND/OR/NAND/NOR                       85             85                         0.811
other                                  0              1                             0
## power groups by stage
| stage | clock (W) | combinational [W] | sequential [W] |
|---|---|---|---|
| after CTS | 0.00584 | 0.00131 | 0.00738 |
| after global routing | 0.00609 | 0.00139 | 0.00739 |
| final | 0.00577 | 0.00131 | 0.00738 |
## critical path, cell delays in order
cell and delay (ns):
buf_2 0.58, or2_2 0.57, buf_4 0.39, o221ai_1 0.17, a31oi_1 0.46, clkdlybuf4s50_1 0.70
## through the flow
step	setup slack, ns	hold slack [ns]	power (W)	util, %
floorplan	2.43	1.40	0.00824	-
global placement	1.09	2.06	0.00881	54.1
CTS	1.05	1.39	0.0145	57.5
detailed placement	1.09	2.10	0.00882	54.1
finish	1.00	1.41	0.0145	57.5
global route	0.914	1.44	0.0149	57.5
Power and IR drop assume default switching activity.
