==> design/flow/design.v <==
`timescale 1ns / 1ps
module ALU(
    input [31:0] rs1, rs2,
    input [3:0] ALUControl,
    output Zero, Negative,
    output reg [31:0] ALUOut
    );
    always @(ALUControl, rs1, rs2) begin
        case (ALUControl)
            4'b0000: ALUOut <= rs1 + rs2;
            4'b0001: ALUOut <= rs1 - rs2;
            4'b0010: ALUOut <= rs1 ^ rs2; 
            4'b0011: ALUOut <= rs1 | rs2;
            4'b0100: ALUOut <= rs1 & rs2; 
            4'b0101: ALUOut <= rs1 << rs2;  
            4'b0110: ALUOut <= rs1 >> rs2;    
            4'b0111: ALUOut <= rs1 >>> rs2;   
            4'b1000: ALUOut <= (rs1 < rs2)? 1:0;  
            4'b1001: ALUOut <= (rs1 < rs2)? 1:0;         
            default: begin
                ALUOut <= 0;  
            end
        endcase
    end
    assign Zero = (ALUOut == 0);
    assign Negative = ALUOut[31];
endmodule
==> design/flow/run.sh <==
#!/bin/bash
# OpenROAD 26Q1-2900-gdf79404cd8, Yosys 0.63+post, stock flow scripts
make -C /OpenROAD-flow-scripts/flow DESIGN_CONFIG=/design/flow/config.mk WORK_HOME=/design/flow/orfs finish
==> design/flow/config.mk <==
export PLATFORM = sky130hd
export DESIGN_NAME = ALU
export DESIGN_NICKNAME = ALU
export VERILOG_FILES = /design/flow/design.v
export SDC_FILE = /design/flow/constraint.sdc
export NUM_CORES = 4
export LEC_CHECK = 1
export CORE_UTILIZATION = 30
==> design/flow/constraint.sdc <==
current_design ALU

set clk_period 28.0
set clk_io_pct 0.2

create_clock -name clk0 -period $clk_period

set non_clock_inputs [all_inputs -no_clocks]
set_input_delay [expr $clk_period * $clk_io_pct] -clock clk0 $non_clock_inputs
set_output_delay [expr $clk_period * $clk_io_pct] -clock clk0 [all_outputs]
==> flow_summary.yaml <==
# physical design summary
status:
  outcome: "finished, final reports clean"
global_routing:
  global_route.overflow_total: 0
  use_met2: 0.479
  globalRoute.busiestLayer: "met2"
  grt_max_degree: 66
  grt_util_met1: 0.429
  grtUsageTotal: 0.303
  antenna_found_initial: 0
  m3_gr_usage: 0.0466
  first_global_vias: 10900
  grt_pass1_wl_mm: 73.5
synth:
  synthTopCellsByArea: "sky130_fd_sc_hd__ha_1 (13%), sky130_fd_sc_hd__mux4_2 (10%), sky130_fd_sc_hd__nor2_1 (5.8%)"
  seq_area_frac_synth: 0
  netlist.area_leader.share: 0.127
  synth_cell_type_count: 89
  syn-cell-area_sq_um: 9470
  synth_stat.cells: 1370
  synth.avg_cell_area_sq_um: 6.91
  yosys_warnings: 1
  syn-instance-count: 1370
  synth-area-yosys_sq_um: 9470
  synthDominantAreaCellType: "sky130_fd_sc_hd__ha_1"
timing:
  max_clk_rate_mhz: 60.0
  final-max-slew-violation-count: 0
  fin_crit_sh: 0.595
  rsz0062_at_grt: "no"
  period_minus_slack_ps: 16650
  maxSlewHeadroom: 0.386
  setup_total_negative_slack_ps: 0
  hold_violations: 0
  tightest_slew_ps: 912
  number_of_setup_violations_in_the_final_report: 0
  holdWs_ps: 12640
floorplan:
  ios: 102
  core.rowCount: 64
  placeableCoreArea_sq_um: 30800
  die_w_um: 180
  initial_core_util: 0.307
  die_height_um: 180
  die_outline_area_sq_um: 32300
clock_tree:
  number_of_hold_buffers_added_after_cts: 0
  cts-resized-gates: 0
  post-cts-setup-buffer-count: 0
placed_design:
  gpl.final_weighted_congestion: 1.03
  dp.cells: 1787
  postPlaceCellArea_sq_um: 10700
  io_buffer_count: 102
  place.detailed.hpwl_mm: 38.7
worst_setup_path:
  timing.critical_path.to_type: "output pin"
  cpPeakStageDelay_ps: 870
  worstPathMaxFanout: 16
  critical_path.slowest_cell: "sky130_fd_sc_hd__clkdlybuf4s50_1"
  cp_data_arrival_time_ps: 11050
  critical_path_required_ps: 22400
  critical_path_class: "in2out"
  worstPathCellList: "clkdlybuf4s50_1 -> inv_1 -> ha_1 -> inv_1 -> a221oi_1 -> nand3_1 -> a21oi_1 -> o21ai_0 -> a211oi_1 -> o221ai_1 -> a221o_1 -> nor4_2 -> nand4_1 -> nor3_2 -> clkdlybuf4s50_1"
  startpoint_type: "primary input"
cells_and_area:
  layout_cell_share_with_drive_strength_beyond_1: 0.0985
  mostFrequentLayoutCell: "sky130_fd_sc_hd__nor2_1"
  clockBufferCount: 0
  finish.utilization: 0.347
  numSequentialCells: 0
  final_area_sq_um: 10700
  post_layout_nonfiller_instances: 1787
  layout_top_cells: "sky130_fd_sc_hd__nor2_1 (145), sky130_fd_sc_hd__nand2_1 (121), sky130_fd_sc_hd__clkdlybuf4s50_1 (98)"
  seq_area_sq_um: 0
  area_growth_syn_to_layout_pct: 13.1
route:
  detail-route-antenna-nets: 0
  avgViaCountPerCell: 6.56
  vias: 11700
  post-route-drc-count: 0
  drtPass1Iterations: 23
  antenna_cells: 0
  route.final.wire_length_mm: 48.6
  drtIter0Drc: 1362
  wl_per_cell_um: 27.2
power:
  total_power_density_per_cell_area_nw_per_um2: 19.8
  cellLeakagePower_uw: 0.00420
  worst_ir_drop_vdd_uv: 14.4
hold_path:
  hold_path.class: "in2out"
job:
  openroad_warning_count: 96
  max-cap-violations: 0
worst max-delay path, delay by kind of cell:
| kind | cells | cell delay (ps) |
|---|---|---|
| compound gates | 6 | 1990 |
| fa+ha+maj | 1 | 520 |
| buf+inv | 4 | 1920 |
| simple gates | 4 | 1010 |
layer usage:
metal / up-vias / wire [um] / part of all wire
li1: 5282 / - / -
met1: 5673 / 20700 / 0.43
met2: 670 / 22000 / 0.45
met3: 96 / 4090 / 0.084
met4: 0 / 1780 / 0.037
met5: - / 0 / 0
per-stage QoR:
step           total power [uW]  worst slack (ps)
4_1_cts                     207             11360
5_1_grt                     226             10970
2_1_floorplan               127             13190
3_3_place_gp                208             11470
3_5_place_dp                206             11380
6_report                    212             11350
logic make-up (layout without fill, tap and decap cells):
family	count (synthesis)	in the layout	share of synthesized area
and+or+nand+nor	498	498	0.259
AOI/OAI and AO/OA	464	464	0.345
buffers and inverters	198	219	0.0869
muxes	105	105	0.171
adders and majority gates	98	98	0.131
xor gates and xnor gates	7	7	0.00647
cell usage after synthesis (18+ instances only):
master                     instances
sky130_fd_sc_hd__a21oi_1          95
sky130_fd_sc_hd__a221oi_1         22
sky130_fd_sc_hd__buf_2            24
sky130_fd_sc_hd__clkbuf_1         64
sky130_fd_sc_hd__ha_1             96
sky130_fd_sc_hd__inv_1            89
sky130_fd_sc_hd__mux2_2           26
sky130_fd_sc_hd__mux2i_1          36
sky130_fd_sc_hd__mux4_2           43
sky130_fd_sc_hd__nand2_1         121
sky130_fd_sc_hd__nand3_1          36
sky130_fd_sc_hd__nor2_1          146
sky130_fd_sc_hd__nor3_1           38
sky130_fd_sc_hd__nor4_1           18
sky130_fd_sc_hd__o211ai_1         25
sky130_fd_sc_hd__o21ai_0          81
sky130_fd_sc_hd__o22ai_1          22
where the power goes:
part,total [uW],internal [uW],switching (uW)
Sequential,0,0,0
Combinational,212,82.4,130
Clock,0,0,0
worst paths after layout:
kind / from / to / slack (ps) / cells past startpoint
max: rs2[4] / Zero / 11350 / 15
min: rs2[30] / ALUOut[31] / 12640 / 5
final cells by class:
cell class,instances,area [sq um]
multi-input cells,1172,8670
inverters,90,338
fillers,3339,20100
repair buffers,129,1210
well taps,396,495
Power is estimated from default activity; no workload was simulated.
